`design/flow/constraint.sdc`:
```
current_design SevenSegScoreDisplay

set clk_period 9.0
set clk_io_pct 0.2

create_clock -name clk0 -period $clk_period [get_ports {clk}]

set non_clock_inputs [all_inputs -no_clocks]
set_input_delay [expr $clk_period * $clk_io_pct] -clock clk0 $non_clock_inputs
set_output_delay [expr $clk_period * $clk_io_pct] -clock clk0 [all_outputs]
```
`design/flow/design.v`:
```
`timescale 1ns / 1ps
module SevenSegScoreDisplay(
	 input clk,
    input [7:0] score,
    output reg [3:0] AN,
    output reg [6:0] CA
    );
	reg [27:0] cnt;
	reg [1:0] cnt_AN;
	reg [3:0] dig_2;
	reg [3:0] dig_1;
	reg [3:0] dig_0;
	reg [3:0] O;
	initial
	begin
		cnt = 0;
		cnt_AN = 0;
		dig_2 = 0;
		dig_1 = 0;
		dig_0 = 0;
		AN = 4'b1111;
		CA = 7'b1111111;
	end
	always @ (posedge clk)
	begin
		cnt = cnt + 1;
		if (cnt == 1000)
			begin
				cnt = 0;
				cnt_AN = cnt_AN + 1;
				if (cnt_AN == 3)
					cnt_AN = 0;
				dig_2 = score / 100;
				dig_1 = (score / 10) % 10;
				dig_0 = score % 10;
			end
		case (cnt_AN)
			0: begin
					AN = 4'b1011;
					O = dig_2;
				end
			1: begin
					AN = 4'b1101;
					O = dig_1;
				end
			2: begin
					AN = 4'b1110;
					O = dig_0;
				end
			default: AN = 4'b1111;
		endcase
		case (O)
			0: CA = 7'b1000000;
			1: CA = 7'b1111001;
			2: CA = 7'b0100100;
			3: CA = 7'b0110000;
			4: CA = 7'b0011001;
			5: CA = 7'b0010010;
			6: CA = 7'b0000010;
			7: CA = 7'b1111000;
			8: CA = 7'b0000000;
			9: CA = 7'b0010000;
			default: CA = 7'b1111111;
		endcase
	end
endmodule
```
`design/flow/config.mk`:
```
export PLATFORM = sky130hd
export DESIGN_NAME = SevenSegScoreDisplay
export DESIGN_NICKNAME = SevenSegScoreDisplay
export VERILOG_FILES = /design/flow/design.v
export SDC_FILE = /design/flow/constraint.sdc
export NUM_CORES = 4
export LEC_CHECK = 1
export CORE_UTILIZATION = 40
```
`design/flow/run.sh`:
```
#!/bin/bash
# OpenROAD 26Q1-2900-gdf79404cd8, Yosys 0.63+post, stock flow scripts
make -C /OpenROAD-flow-scripts/flow DESIGN_CONFIG=/design/flow/config.mk WORK_HOME=/design/flow/orfs finish
```
==> qor.yml <==
run_status: "completed"
track_usage_pct: 16.7
hold_ws_ns: 0.442
final_max_slew_viol_count: 0
die_h_um: 105
drt-total-wl_um: 8670
synth_cell_types: 83
portBuffers: 18
yosys.stat.seqShare_pct: 26.4
reg2regPathDepth: 18
end_kind: "flop"
antenna_found_initial: 0
dieArea_um2: 11000
antennaDiodeCount: 0
holdCritStartpoint: "dig_1[2]"
ir_worst_vdd_mv: 0.0709
rsz0062_at_grt: "false"
path_clk_slew_ns: 0.09
p_clk_share_pct: 23.3
netlist_area_um2: 4240
ys_top_cells_by_count: "nand2_1 (59), dfxtp_1 (56), nor2_1 (42)"
clock.fmax_mhz: 124
firstDrtPassIters: 5
drt-initial-drc-count: 199
drc: 0
hpwl_um: 6510
vias: 3693
crit_path_start: "score[3]"
crit_type: "in -> reg"
num_io_pins: 20
cts_sinks: 56
cts_buffers: 5
grt.overflow.total: 0
min_path_type: "reg -> reg"
cap_viol_max_count: 0
rr_endpoint: "CA[1]"
cp-start-kind: "input port"
clock.latency.late_pin_ns: 0.30
ys_async_sr_fraction_pct: 0
timing.reg2reg.setup_slack_ns: 4.53
relSlewSlack_pct: 57.8
syn2layout_area_growth_pct: 7.17
synth-edff-count: 0
num_rows: 37
grt_pass1_vias: 3319
viasPerCell: 5.59
fp-utilization_pct: 41.1
leakagePower_uw: 0.00172
hold_end: "dig_1[2]"
min_path_cells: 2
cts-root-buf: "clkbuf_8"
cts_tree: "built"
worstPathRequired_ns: 9.23
finalCritPeriodShare_pct: 89.9
p_per_area_nw_per_um2: 144
switchingPower_uw: 194
cts_resized: 0
fin_tns_setup_ns: 0
fin_area_um2: 4550
wl_per_cell_um: 13.1
dpl_cell_area_um2: 4450
timing.rr.start: "cnt[2]"
drive_above_1_share_pct: 8.57
ys.flop_type: "dfxtp_1"
netlist.area_leader.share_pct: 26.4
seq_power_share_pct: 42.9
top_area_cell: "dfxtp_1"
post-cts-setup-buffers: 0
ys_area_um2: 4240
warning_count: 37
synth_flop_count: 56
htree_levels: 2
yosys_cells: 530
worstMarginPinSlew_ns: 0.633
area_leaders: "dfxtp_1 (26%), ha_1 (6.2%), nand2_1 (5.2%)"
syn_inst: 530
intPower_uw: 459
arrival_ns: 8.31
top_cell: "nand2_1"
fin_skew_ns: 0.00687
grt_pass1_wl_um: 15300
die_x_um: 105
core-area_um2: 10300
power.total_uw: 654
hold_viol_final: 0
setup_viol: 0
share_comb_of_total_power_pct: 33.8
path_max_fanout: 15
grt_max_degree: 26
clk_path_buf_depth: 2
synth_area_per_cell_um2: 8.00
ant_nets: 0
place_congestion: 0.939
yosysWarningCount: 1
swShare_pct: 29.8
fin_crit_ns: 8.09
cts.hold.buffers_added: 0
## sequential cells by signal (all words and copies together) (netlist names)
register	flops
cnt_AN	2
cnt	28
dig_0	4
O	4
CA	7
dig_2	4
dig_1	4
AN	3
## critical path, stage by stage
cell and delay [ns]:
clkdlybuf4s50_1 0.83, inv_1 0.38, ha_1 0.32, nand2b_1 0.35
nand2_1 0.15, nand2_1 0.07, ha_1 0.29, nand2b_1 0.16
o21ai_2 0.30, nand3_2 0.30, inv_2 0.21, nand2_1 0.14
and3_1 0.24, nand4b_4 0.20, or2_1 0.34, nor3_2 0.25
nor2_1 0.06, nor3_1 0.13, a21oi_1 0.07, ha_1 0.19
inv_1 0.06, o22ai_1 0.08, o221a_1 0.13, a311oi_1 0.33
o22a_1 0.42, mux2_4 0.34, a2bb2oi_1 0.16
## power groups by stage
stage	clock network, µW	logic (µW)	registers, µW
final	153	221	280
after global routing	171	247	282
after CTS	159	220	281
## placed cells by master, fill, tap and decap left out, types with 8 or more instances in the layout
| cell | netlist | routed |
|---|---|---|
| nand2_1 | 59 | 59 |
| dfxtp_1 | 56 | 56 |
| nor2_1 | 42 | 42 |
| inv_1 | 29 | 29 |
| nor3_1 | 21 | 21 |
| xnor2_1 | 21 | 21 |
| ha_1 | 21 | 21 |
| nand3_1 | 20 | 20 |
| clkdlybuf4s50_1 | 0 | 18 |
| xor2_1 | 16 | 16 |
| a31oi_1 | 16 | 16 |
| a21oi_1 | 15 | 15 |
| o21ai_0 | 14 | 14 |
| nand4_1 | 13 | 13 |
| mux2i_1 | 9 | 9 |
| and3_1 | 8 | 8 |
| a21o_1 | 8 | 8 |
## layer usage
layer | vias up | global-route usage (%) | routed length, µm
li1 | 1905 | - | -
met5 | - | 0 | 0
met2 | 104 | 26.5 | 3810
met4 | 0 | 1.91 | 95
met1 | 1671 | 24.9 | 4260
met3 | 13 | 2.73 | 499
## area by class of cell
class	instances	area [µm²]
well taps	136	170
flip-flops and latches	56	1120
inverters	33	129
clock inverters	1	30.0
repair buffers	21	203
clock buffers	5	68.8
multi-input cells	409	2820
fillers	983	5780
## cell families after synthesis
logic type / share of synthesized area (%)
compound gates: 21.7
xor+xnor: 8.41
fa+ha+maj: 6.19
buf+inv: 6.99
flops: 26.4
mux: 4.34
other cells: 0.0884
simple gates: 25.9
## worst max-delay path by stage
stage,endpoint,slack [ns],cells past startpoint
5_1_grt,CA[3],0.45,27
4_1_cts,CA[3],0.97,27
6_report,CA[3],0.91,27
## metrics by stage
step                instances  setup WS, ns  util [%]
floorplan                 530          2.17         -
global placement          655         0.879      43.1
detailed placement        655         0.671      43.1
CTS                       661         0.972      44.0
global route              661         0.451      44.0
finish                    661         0.911      44.0
Power and IR drop assume default switching activity.
