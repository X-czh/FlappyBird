`design/flow/design.v`:
```
`timescale 1ns / 1ps
module Collision_Detect(
    input clr,
    input [9:0] bird_y_pos,
    input [9:0] tube1_x_pos,
    input [9:0] tube1_y_pos,
    input [9:0] tube2_x_pos,
    input [9:0] tube2_y_pos,
    input [9:0] tube3_x_pos,
    input [9:0] tube3_y_pos,
    output game_end
    );
	wire collide;
	wire [9:0] bird_x_pos;
	assign bird_x_pos = 364;
	assign collide = (
		(((bird_y_pos + 15 >= tube1_y_pos + 30) | (bird_y_pos - 15 <= tube1_y_pos - 30)) & 
			((bird_x_pos + 15 >= tube1_x_pos - 30) & (bird_x_pos - 15 <= tube1_x_pos + 30))) |
		(((bird_y_pos + 15 >= tube2_y_pos + 30) | (bird_y_pos - 15 <= tube2_y_pos - 30)) &
			((bird_x_pos + 15 >= tube2_x_pos - 30) & (bird_x_pos - 15 <= tube2_x_pos + 30))) |
		(((bird_y_pos + 15 >= tube3_y_pos + 30) | (bird_y_pos - 15 <= tube3_y_pos - 30)) &
			((bird_x_pos + 15 >= tube3_x_pos - 30) & (bird_x_pos - 15 <= tube3_x_pos + 30)))
		);
	assign game_end = 
		(clr) ? 0:
		(collide) ? 1:
		0;
endmodule
```
`design/flow/config.mk`:
```
export PLATFORM = sky130hd
export DESIGN_NAME = Collision_Detect
export DESIGN_NICKNAME = Collision_Detect
export VERILOG_FILES = /design/flow/design.v
export SDC_FILE = /design/flow/constraint.sdc
export NUM_CORES = 4
export LEC_CHECK = 1
export CORE_UTILIZATION = 40
```
`design/flow/constraint.sdc`:
```
current_design Collision_Detect

set clk_period 4.7
set clk_io_pct 0.2

create_clock -name clk0 -period $clk_period

set non_clock_inputs [all_inputs -no_clocks]
set_input_delay [expr $clk_period * $clk_io_pct] -clock clk0 $non_clock_inputs
set_output_delay [expr $clk_period * $clk_io_pct] -clock clk0 [all_outputs]
```
`design/flow/run.sh`:
```
#!/bin/bash
# OpenROAD 26Q1-2900-gdf79404cd8, Yosys 0.63+post, stock flow scripts
make -C /OpenROAD-flow-scripts/flow DESIGN_CONFIG=/design/flow/config.mk WORK_HOME=/design/flow/orfs finish
```
==> node_exporter_impl.prom <==
# HELP chip_impl_metric Yosys and OpenROAD flow results
# TYPE chip_impl_metric gauge
chip_impl_metric{name="synthXorXnorAreaFrac",unit="%"} 15.7
chip_impl_info{name="crit_path_frequent_cell",value="sky130_fd_sc_hd__or3_1"} 1
chip_impl_metric{name="dr.first_iter.drc_count",unit=""} 125
chip_impl_metric{name="final_hold_viol_count",unit=""} 0
chip_impl_metric{name="count_of_max_cap_constraint_violations",unit=""} 0
chip_impl_info{name="timing_worst_setup_path_type",value="in2out"} 1
chip_impl_metric{name="grt_antenna_before_repair",unit=""} 0
chip_impl_metric{name="crit_fanout",unit=""} 3
chip_impl_metric{name="worst-endpoint-arrival",unit="ns"} 3.68
chip_impl_metric{name="overall_die_width",unit="um"} 92.1
chip_impl_metric{name="grt_use_met2",unit="%"} 40.7
chip_impl_metric{name="fp-utilization",unit="%"} 41.8
chip_impl_metric{name="relSlewSlack",unit="%"} 70.6
chip_impl_info{name="yosys.cell_count.top_type",value="sky130_fd_sc_hd__ha_1"} 1
chip_impl_metric{name="yosys-stat-cells",unit=""} 442
chip_impl_metric{name="timing.final.setup_violations",unit=""} 0
chip_impl_metric{name="num_vias",unit=""} 3781
chip_impl_metric{name="grt_start_max_net_pins",unit=""} 10
chip_impl_metric{name="fraction_of_layout_instances_using_a_drive_strength_above_1",unit="%"} 27.7
chip_impl_metric{name="yosysUniqueCellTypes",unit=""} 52
chip_impl_metric{name="yosys.area.top_type_share",unit="%"} 32.0
chip_impl_metric{name="finalWeightedCongestion",unit=""} 0.962
chip_impl_metric{name="drt-total-wl",unit="mm"} 9.79
chip_impl_metric{name="synth-adder-area-share",unit="%"} 32.0
chip_impl_metric{name="post_synth_ao_oa_area_fraction",unit="%"} 20.4
chip_impl_metric{name="synthesis.area",unit="mm2"} 0.00324
chip_impl_metric{name="flow.area_growth_from_synthesis",unit="%"} 62.2
chip_impl_info{name="netlist.top_cell.by_area",value="sky130_fd_sc_hd__ha_1"} 1
chip_impl_metric{name="maxSlewViolCount",unit=""} 0
chip_impl_info{name="result_of_the_run",value="finished clean"} 1
chip_impl_metric{name="worst_hold_slack",unit="ns"} 2.77
chip_impl_metric{name="fp.dieArea",unit="mm2"} 0.00848
chip_impl_metric{name="drt-vias-per-instance",unit=""} 5.28
chip_impl_metric{name="tightestPinTransition",unit="ns"} 0.439
chip_impl_metric{name="drc",unit=""} 0
chip_impl_metric{name="insertedDiodeCount",unit=""} 0
chip_impl_metric{name="tally_of_openroad_warnings",unit=""} 45
chip_impl_info{name="yosys-top-cells-count",value="sky130_fd_sc_hd__ha_1 (83), sky130_fd_sc_hd__nand2_1 (36), sky130_fd_sc_hd__inv_1 (29), sky130_fd_sc_hd__xnor2_1 (29), sky130_fd_sc_hd__xor2_1 (29)"} 1
chip_impl_metric{name="critical_path.max_stage_delay",unit="ns"} 0.46
chip_impl_metric{name="total_leakage_power",unit="uW"} 0.00244
chip_impl_metric{name="coreArea",unit="mm2"} 0.00777
chip_impl_metric{name="pre_cts_ws",unit="ns"} -0.618
chip_impl_metric{name="syn_inst",unit=""} 442
chip_impl_metric{name="grt_usage",unit="%"} 23.4
chip_impl_metric{name="via_count_of_the_first_global_routing_pass",unit=""} 3501
chip_impl_metric{name="synth.yosys.chip_area",unit="mm2"} 0.00324
chip_impl_metric{name="first_pass_grt_wire_length",unit="mm"} 15.9
chip_impl_info{name="critPathCaptureType",value="output pin"} 1
chip_impl_info{name="post_synth_main_logic_family",value="adder cells"} 1
chip_impl_metric{name="timing.final.crit_share",unit="%"} 98.3
chip_impl_metric{name="worst-endpoint-required",unit="ns"} 3.76
chip_impl_metric{name="seqCellArea",unit="um2"} 0
chip_impl_metric{name="timing.fmax",unit="MHz"} 217
chip_impl_metric{name="post_drt_wl_per_cell",unit="um"} 13.7
chip_impl_metric{name="ys_sh_mux",unit="%"} 0.347
chip_impl_metric{name="powerDensity",unit="mW/mm2"} 103
chip_impl_metric{name="cts.hold.buffers_added",unit=""} 0
chip_impl_metric{name="drt_first_pass_iters",unit=""} 4
chip_impl_metric{name="ys_sh_simple",unit="%"} 27.0
chip_impl_metric{name="placement.io_buffers",unit=""} 72
chip_impl_metric{name="grt.met3_usage",unit="%"} 0.844
chip_impl_metric{name="place_hpwl",unit="mm"} 8.34
chip_impl_info{name="top_usage_layer",value="met2"} 1
chip_impl_metric{name="syn_area_per_cell",unit="um2"} 7.34
chip_impl_info{name="crit_chain",value="clkdlybuf4s50_1, a41o_1, or3_1, or3_1, ha_1, a21oi_1, nand2_1, a2111oi_4, o32ai_2, o311ai_2, buf_2"} 1
chip_impl_metric{name="num_rows",unit=""} 32
chip_impl_metric{name="fin_crit",unit="ns"} 4.62
chip_impl_metric{name="n_fill_cell",unit=""} 671
chip_impl_metric{name="num_io_pins",unit=""} 72
chip_impl_metric{name="yosys_warnings",unit=""} 0
chip_impl_metric{name="grtUsageMet1",unit="%"} 33.8
chip_impl_metric{name="die.size.y",unit="um"} 92.1
chip_impl_info{name="hp-class",value="in2out"} 1
chip_impl_info{name="slowest_stage",value="sky130_fd_sc_hd__clkdlybuf4s50_1"} 1
chip_impl_metric{name="fin_ws",unit="ns"} 0.0819
chip_impl_metric{name="residual_overflow_from_global_routing",unit=""} 0
chip_impl_metric{name="layout.sequential_cells",unit=""} 0
chip_impl_info{name="critPathLaunchType",value="primary input"} 1
chip_impl_metric{name="n_clock_buffer",unit=""} 0
chip_impl_metric{name="seq_area_frac_synth",unit="%"} 0
chip_impl_info{name="yosys-top-cells-area",value="sky130_fd_sc_hd__ha_1 (32%), sky130_fd_sc_hd__xnor2_1 (7.8%), sky130_fd_sc_hd__xor2_1 (7.8%)"} 1
chip_impl_metric{name="ant_nets",unit=""} 0
chip_impl_metric{name="vdd_ir_drop_max",unit="mV"} 0.0636
cell type report:
cell class                 instances  area, um2  area share (%)
inverter                          29        109            2.07
multi-input combinational        403       3480            66.2
tap                              102        128            2.43
timing repair buffer             182       1540            29.3
cells by family after synthesis:
kind of cell,Yosys count
xor gates and xnor gates,58
muxes,1
adders and majority gates,83
AOI/OAI and AO/OA,97
and+or+nand+nor,164
buffers and inverters,39
path summary, 6_finish.rpt:
| check | startpoint | to | slack, ns | cells after the start |
|---|---|---|---|---|
| worst max-delay path | tube2_y_pos[2] | game_end | 0.08 | 11 |
| worst min-delay path | tube2_x_pos[8] | game_end | 2.77 | 5 |
metrics by stage:
stage	TNS (ns)	instance area [um2]	total power, uW	util (%)	std cells
6_report	0	5260	543	67.8	716
3_5_place_dp	-0.618	4840	487	62.4	711
5_1_grt	-0.0519	5260	607	67.8	716
3_3_place_gp	-0.564	4840	483	62.4	711
2_1_floorplan	0	3240	248	-	442
4_1_cts	0	4950	498	63.8	712
per-layer routing:
layer	part of all wire (%)	routed length, um	vias up
li1	-	-	2017
met1	50	4860	1678
met2	45	4400	80
met3	4.8	468	6
met4	0.66	65	0
met5	0	0	-
cells in the final DEF, fill, tap and decap left out, types with 5 or more instances in the layout:
master,Yosys,final
sky130_fd_sc_hd__a21oi_1,25,22
sky130_fd_sc_hd__and3_1,13,9
sky130_fd_sc_hd__buf_4,0,106
sky130_fd_sc_hd__clkdlybuf4s50_1,0,54
sky130_fd_sc_hd__dlygate4sd2_1,0,6
sky130_fd_sc_hd__dlymetal6s2s_1,0,6
sky130_fd_sc_hd__ha_1,83,77
sky130_fd_sc_hd__ha_4,0,5
sky130_fd_sc_hd__inv_1,29,29
sky130_fd_sc_hd__nand2_1,36,34
sky130_fd_sc_hd__nand3_1,21,18
sky130_fd_sc_hd__nand4_1,11,11
sky130_fd_sc_hd__nor2_1,24,21
sky130_fd_sc_hd__nor3_1,14,9
sky130_fd_sc_hd__nor3b_1,5,5
sky130_fd_sc_hd__nor4_1,7,5
sky130_fd_sc_hd__o211ai_1,10,10
sky130_fd_sc_hd__o21ai_0,19,16
sky130_fd_sc_hd__xnor2_1,29,23
sky130_fd_sc_hd__xnor2_2,0,5
sky130_fd_sc_hd__xor2_1,29,27
where the power goes:
part	leakage (uW)	total, uW	internal (uW)	switching [uW]
logic	0.00244	543	286	257
registers	0	0	0	0
clock network	0	0	0	0
critical path: cells and delay by family:
| kind | cells | cell delay [ns] |
|---|---|---|
| AND-OR/OR-AND | 5 | 1.00 |
| AND/OR/NAND/NOR | 3 | 0.83 |
| buffers and inverters | 2 | 0.60 |
| adder cells (fa/ha/maj) | 1 | 0.32 |
what timing repair did:
item,4_1_cts,5_1_grt
pin swaps,13,32
resized,36,65
setup buffers,1,4
endpoints found under the setup margin,1,1
Power figures rest on the tool's default switching activity, not on a simulated workload.
