==> design/flow/design.v <==
`timescale 1ns / 1ps
module VGA_Bitgen(
    input bright,
    input [9:0] x,
    input [9:0] y,
	 input [9:0] bird_y_pos,
	 input [9:0] tube1_x_pos,
	 input [9:0] tube1_y_pos,
	 input [9:0] tube2_x_pos,
	 input [9:0] tube2_y_pos,
	 input [9:0] tube3_x_pos,
	 input [9:0] tube3_y_pos,
	 input game_end,
	 input [7:0] score,
    output reg [7:0] rgb
    );
	parameter BLACK = 8'b000_000_00;
	parameter WHITE = 8'b111_111_11;
	parameter RED = 8'b111_000_00;
	parameter GREEN = 8'b000_111_00;
	parameter BLUE = 8'b000_000_11;
	wire [9:0] bird_x_pos;
	assign bird_x_pos = 364;
	reg [3:0] dig_2;
	reg [3:0] dig_1;
	reg [3:0] dig_0;
	reg Dig0Seg0, Dig0Seg1, Dig0Seg2, Dig0Seg3, Dig0Seg4, Dig0Seg5, Dig0Seg6;
	reg Dig1Seg0, Dig1Seg1, Dig1Seg2, Dig1Seg3, Dig1Seg4, Dig1Seg5, Dig1Seg6;
	reg Dig2Seg0, Dig2Seg1, Dig2Seg2, Dig2Seg3, Dig2Seg4, Dig2Seg5, Dig2Seg6;
	reg digit_display_2, digit_display_1, digit_display_0;
	always @ (*) begin
		if (~game_end) begin
			if (~bright)
				rgb = BLACK;  
			else if ((x >= bird_x_pos - 15) && (x <= bird_x_pos + 15) && (y >= bird_y_pos - 15) && (y <= bird_y_pos + 15))
				rgb = RED;  
			else if (
				((x >= tube1_x_pos - 30) && (x <= tube1_x_pos + 30) && ((y >= tube1_y_pos + 30) || (y <= tube1_y_pos - 30))) || 
				((x >= tube2_x_pos - 30) && (x <= tube2_x_pos + 30) && ((y >= tube2_y_pos + 30) || (y <= tube2_y_pos - 30))) || 
				((x >= tube3_x_pos - 30) && (x <= tube3_x_pos + 30) && ((y >= tube3_y_pos + 30) || (y <= tube3_y_pos - 30)))
				)
				rgb = GREEN;  
			else
				rgb = BLUE;  
		end
		else begin
			dig_2 = score / 100;
			dig_1 = (score / 10) % 10;
			dig_0 = score % 10;
			Dig0Seg0 = ((x >= 559) & (x <= 609) & (y >= 160) & (y <= 170));
			Dig0Seg1 = ((x >= 614) & (x <= 624) & (y >= 160) & (y <= 237));
			Dig0Seg2 = ((x >= 614) & (x <= 624) & (y >= 243) & (y <= 320));
			Dig0Seg3 = ((x >= 559) & (x <= 609) & (y >= 310) & (y <= 320));
			Dig0Seg4 = ((x >= 544) & (x <= 554) & (y >= 243) & (y <= 320));
			Dig0Seg5 = ((x >= 544) & (x <= 554) & (y >= 160) & (y <= 237));
			Dig0Seg6 = ((x >= 559) & (x <= 609) & (y >= 235) & (y <= 245));
			Dig1Seg0 = ((x + 120 >= 559) & (x + 120 <= 609) & (y >= 160) & (y <= 170));
			Dig1Seg1 = ((x + 120 >= 614) & (x + 120 <= 624) & (y >= 160) & (y <= 237));
			Dig1Seg2 = ((x + 120 >= 614) & (x + 120 <= 624) & (y >= 243) & (y <= 320));
			Dig1Seg3 = ((x + 120 >= 559) & (x + 120 <= 609) & (y >= 310) & (y <= 320));
			Dig1Seg4 = ((x + 120 >= 544) & (x + 120 <= 554) & (y >= 243) & (y <= 320));
			Dig1Seg5 = ((x + 120 >= 544) & (x + 120 <= 554) & (y >= 160) & (y <= 237));
			Dig1Seg6 = ((x + 120 >= 559) & (x + 120 <= 609) & (y >= 235) & (y <= 245));
			Dig2Seg0 = ((x + 240 >= 559) & (x + 240 <= 609) & (y >= 160) & (y <= 170));
			Dig2Seg1 = ((x + 240 >= 614) & (x + 240 <= 624) & (y >= 160) & (y <= 237));
			Dig2Seg2 = ((x + 240 >= 614) & (x + 240 <= 624) & (y >= 243) & (y <= 320));
			Dig2Seg3 = ((x + 240 >= 559) & (x + 240 <= 609) & (y >= 310) & (y <= 320));
			Dig2Seg4 = ((x + 240 >= 544) & (x + 240 <= 554) & (y >= 243) & (y <= 320));
			Dig2Seg5 = ((x + 240 >= 544) & (x + 240 <= 554) & (y >= 160) & (y <= 237));
			Dig2Seg6 = ((x + 240 >= 559) & (x + 240 <= 609) & (y >= 235) & (y <= 245));
			case (dig_2)
				0: digit_display_2 = (Dig2Seg0 | Dig2Seg1 | Dig2Seg2 | Dig2Seg3 | Dig2Seg4 | Dig2Seg5);
				1: digit_display_2 = (Dig2Seg1 | Dig2Seg2);
				2: digit_display_2 = (Dig2Seg0 | Dig2Seg1 | Dig2Seg6 | Dig2Seg4 | Dig2Seg3);
				3: digit_display_2 = (Dig2Seg0 | Dig2Seg1 | Dig2Seg6 | Dig2Seg2 | Dig2Seg3);
				4: digit_display_2 = (Dig2Seg5 | Dig2Seg6 | Dig2Seg1 | Dig2Seg2);
				5: digit_display_2 = (Dig2Seg0 | Dig2Seg5 | Dig2Seg6 | Dig2Seg2 | Dig2Seg3);
				6: digit_display_2 = (Dig2Seg0 | Dig2Seg5 | Dig2Seg6 | Dig2Seg2 | Dig2Seg3 | Dig2Seg4);
				7: digit_display_2 = (Dig2Seg0 | Dig2Seg1 | Dig2Seg2);
				8: digit_display_2 = (Dig2Seg0 | Dig2Seg1 | Dig2Seg2 | Dig2Seg3 | Dig2Seg4 | Dig2Seg5 | Dig2Seg6);
				9: digit_display_2 = (Dig2Seg0 | Dig2Seg5 | Dig2Seg6 | Dig2Seg1 | Dig2Seg2 | Dig2Seg3);
				default: digit_display_2 = 0;
			endcase
			case (dig_1)
				0: digit_display_1 = (Dig1Seg0 | Dig1Seg1 | Dig1Seg2 | Dig1Seg3 | Dig1Seg4 | Dig1Seg5);
				1: digit_display_1 = (Dig1Seg1 | Dig1Seg2);
				2: digit_display_1 = (Dig1Seg0 | Dig1Seg1 | Dig1Seg6 | Dig1Seg4 | Dig1Seg3);
				3: digit_display_1 = (Dig1Seg0 | Dig1Seg1 | Dig1Seg6 | Dig1Seg2 | Dig1Seg3);
				4: digit_display_1 = (Dig1Seg5 | Dig1Seg6 | Dig1Seg1 | Dig1Seg2);
				5: digit_display_1 = (Dig1Seg0 | Dig1Seg5 | Dig1Seg6 | Dig1Seg2 | Dig1Seg3);
				6: digit_display_1 = (Dig1Seg0 | Dig1Seg5 | Dig1Seg6 | Dig1Seg2 | Dig1Seg3 | Dig1Seg4);
				7: digit_display_1 = (Dig1Seg0 | Dig1Seg1 | Dig1Seg2);
				8: digit_display_1 = (Dig1Seg0 | Dig1Seg1 | Dig1Seg2 | Dig1Seg3 | Dig1Seg4 | Dig1Seg5 | Dig1Seg6);
				9: digit_display_1 = (Dig1Seg0 | Dig1Seg5 | Dig1Seg6 | Dig1Seg1 | Dig1Seg2 | Dig1Seg3);
				default: digit_display_1 = 0;
			endcase
			case (dig_0)
				0: digit_display_0 = (Dig0Seg0 | Dig0Seg1 | Dig0Seg2 | Dig0Seg3 | Dig0Seg4 | Dig0Seg5);
				1: digit_display_0 = (Dig0Seg1 | Dig0Seg2);
				2: digit_display_0 = (Dig0Seg0 | Dig0Seg1 | Dig0Seg6 | Dig0Seg4 | Dig0Seg3);
				3: digit_display_0 = (Dig0Seg0 | Dig0Seg1 | Dig0Seg6 | Dig0Seg2 | Dig0Seg3);
				4: digit_display_0 = (Dig0Seg5 | Dig0Seg6 | Dig0Seg1 | Dig0Seg2);
				5: digit_display_0 = (Dig0Seg0 | Dig0Seg5 | Dig0Seg6 | Dig0Seg2 | Dig0Seg3);
				6: digit_display_0 = (Dig0Seg0 | Dig0Seg5 | Dig0Seg6 | Dig0Seg2 | Dig0Seg3 | Dig0Seg4);
				7: digit_display_0 = (Dig0Seg0 | Dig0Seg1 | Dig0Seg2);
				8: digit_display_0 = (Dig0Seg0 | Dig0Seg1 | Dig0Seg2 | Dig0Seg3 | Dig0Seg4 | Dig0Seg5 | Dig0Seg6);
				9: digit_display_0 = (Dig0Seg0 | Dig0Seg5 | Dig0Seg6 | Dig0Seg1 | Dig0Seg2 | Dig0Seg3);
				default: digit_display_0 = 0;
			endcase
			if (digit_display_2 | digit_display_1 | digit_display_0)
				rgb = WHITE;  
			else
				rgb = BLACK;  
		end
	end
endmodule
==> design/flow/run.sh <==
#!/bin/bash
# OpenROAD 26Q1-2900-gdf79404cd8, Yosys 0.63+post, stock flow scripts
make -C /OpenROAD-flow-scripts/flow DESIGN_CONFIG=/design/flow/config.mk WORK_HOME=/design/flow/orfs finish
==> design/flow/config.mk <==
export PLATFORM = sky130hd
export DESIGN_NAME = VGA_Bitgen
export DESIGN_NICKNAME = VGA_Bitgen
export VERILOG_FILES = /design/flow/design.v
export SDC_FILE = /design/flow/constraint.sdc
export NUM_CORES = 4
export LEC_CHECK = 1
export CORE_UTILIZATION = 50
==> design/flow/constraint.sdc <==
current_design VGA_Bitgen

set clk_period 7.0
set clk_io_pct 0.2

create_clock -name clk0 -period $clk_period

set non_clock_inputs [all_inputs -no_clocks]
set_input_delay [expr $clk_period * $clk_io_pct] -clock clk0 $non_clock_inputs
set_output_delay [expr $clk_period * $clk_io_pct] -clock clk0 [all_outputs]
==> flow_metrics.env <==
# flow metrics
export IMPL_status="finished, final reports clean"
export IMPL_rsz0062_at_grt="yes"
export IMPL_regArea_um2=0
export IMPL_crit_fanout=5
export IMPL_crit_path_start="score[6]"
export IMPL_die_width_um=125.6
export IMPL_fmax_mhz=144.5
export IMPL_post_route_period_util_pct=98.84
export IMPL_dieArea_mm2=0.01579
export IMPL_finalCriticalPeriod_ps=6919
export IMPL_hold_viol=0
export IMPL_path_class="primary input to output pin"
export IMPL_synth_area_per_cell_um2=7.170
export IMPL_port_buffers=108
export IMPL_grt_pass1_vias=7527
export IMPL_use_met1_pct=39.49
export IMPL_final_cell_mix="ha_1, buf_4, clkdlybuf4s50_1, xnor2_1, nand2_1"
export IMPL_crit_path_end="rgb[4]"
export IMPL_grt_antenna_before_repair=0
export IMPL_simple_gate_share_pct=26.09
export IMPL_dpl_cell_area_mm2=0.009534
export IMPL_end_kind="output pin"
export IMPL_drive_above_1_share_pct=13.96
export IMPL_grt_util_met3_pct=0.9524
export IMPL_maxCapViolCount=0
export IMPL_ys_seq_share_pct=0
export IMPL_grt_start_max_net_pins=20
export IMPL_grt_ovfl_total=0
export IMPL_first_iter_violations=434
export IMPL_n_antenna_cell=0
export IMPL_die_h_um=125.6
export IMPL_fp_util_pct=52.00
export IMPL_setup_ws_ps=81.29
export IMPL_drc_errors=0
export IMPL_wl_um=21330
export IMPL_ys_area_mm2=0.007644
export IMPL_hp_class="primary input to output pin"
export IMPL_required_ps=5600
export IMPL_worstSetupStartpointType="primary input"
export IMPL_vias_per_cell=5.813
export IMPL_n_clock_buffer=0
export IMPL_layout_top_cell="ha_1"
export IMPL_syn2layout_area_growth_pct=27.58
export IMPL_vias=8272
export IMPL_finalPower_mw=0.7721
export IMPL_muxShareOfSynthArea_pct=1.588
export IMPL_log_warning_count=53
export IMPL_relSlewSlack_pct=54.03
export IMPL_top_logic_kind="AND-OR/OR-AND gates"
export IMPL_drt_pass1_iter_count=21
export IMPL_p_leak_nw=4.346
export IMPL_aoi_share_pct=28.16
export IMPL_tightest_slew_ps=680.6
export IMPL_drtAntennaViolNets=0
export IMPL_coreArea_mm2=0.01470
export IMPL_ys_cells=1066
export IMPL_top_usage_layer="met2"
export IMPL_drt_wirelength_per_cell_um=14.99
export IMPL_top_area_share_pct=26.03
export IMPL_top_area_cell="ha_1"
export IMPL_critPathArrivalTime_ps=5520
export IMPL_flop_count=0
export IMPL_dp_cells=1412
export IMPL_pre_cts_ws_ps=-716.0
export IMPL_cellPowerDensity_mw_per_mm2=79.18
export IMPL_synth_warnings=1
export IMPL_synthDistinctLibCells=84
export IMPL_grt_pass1_wl_um=35840
export IMPL_grt_use_met2_pct=47.06
export IMPL_drv_slew=0
export IMPL_layoutNonFillerInstCount=1423
export IMPL_design_area_mm2=0.009752
export IMPL_grt_usage_pct=27.26
export IMPL_peakVddDrop_mv=0.03909
export IMPL_io_pin_count=108
export IMPL_whs_ps=3577
export IMPL_topCellsByArea="ha_1, xnor2_1, a21oi_1"
export IMPL_rows=44
export IMPL_hpwl_um=17700
export IMPL_gp_congestion=0.9441
export IMPL_synth_area_mm2=0.007644
export IMPL_yosys_area_share_adder_pct=26.03
export IMPL_finalSetupViolations=0
export IMPL_xor_share_pct=12.26
export IMPL_syn_inst=1066
## critical path, stage by stage
cell and delay [ps]:
clkbuf_2 90, or2_4 260, ha_4 280, nor2b_2 50, a311oi_4 300, mux2_4 340
buf_4 150, nand4_1 140, buf_4 130, o21a_1 170, nor2_1 60, a2111o_1 480
a31oi_4 220, ha_4 150, nor2_1 40, mux2_4 290, buf_4 140, nor4_2 160
o31ai_2 80, a31o_1 230, buf_4 140, o2111ai_4 100, clkbuf_2 130
## metal layers
metal	wire length [um]	up-vias
met4	40	0
met5	0	-
met2	10170	165
met1	10220	3770
met3	900	4
li1	-	4333
## layout make-up
class	instances	area [um2]
Tap cell	184	230.2
Inverter	48	185.2
Timing Repair Buffer	232	1968
Multi-Input combinational cell	959	7368
Fill cell	1316	4947
## worst min path at each step
stage / start / to / cells after the start
final: bright / rgb[1] / 4
after global routing: bright / rgb[3] / 4
after CTS: bright / rgb[6] / 4
## metrics by stage
stage / setup TNS (ps) / util, %
finish: 0 / 66.34
global route: -1230 / 66.34
CTS: -168.6 / 65.65
detailed placement: -5300 / 64.86
global placement: -4737 / 64.86
floorplan: 0 / -
## where the power goes
part	internal (mW)	switching, mW	total, mW	leakage, nW
clock network	0	0	0	0
logic	0.386	0.386	0.772	4.35
registers	0	0	0	0
## Yosys cell counts (26+ instances only)
cell and n:
o21ai_0 47, a21oi_1 65, nand2_1 74, xnor2_1 73, xor2_1 34, nor2_1 61
inv_1 47, nor3_1 30, a21o_1 40, ha_1 159, clkbuf_1 45, nand4_1 26
nand3_1 48
## repair_timing
item,in CTS,in global routing
gates resized,36,30
hold endpoints to repair,0,0
pin swaps,19,23
buffers inserted,8,4
setup endpoints to repair,8,8
hold buffers,0,0
## cell families (layout without fill, tap and decap cells)
family,count (synthesis),count (layout)
compound gates,309,309
xor+xnor,107,107
fa+ha+maj,159,159
buf+inv,107,280
mux,11,11
simple gates,373,373
Power and IR drop assume default switching activity.
